### /design/flow/run.sh
#!/bin/bash
# OpenROAD 26Q1-2900-gdf79404cd8, Yosys 0.63+post, stock flow scripts
make -C /OpenROAD-flow-scripts/flow DESIGN_CONFIG=/design/flow/config.mk WORK_HOME=/design/flow/orfs finish
### /design/flow/config.mk
export PLATFORM = sky130hd
export DESIGN_NAME = digital_tube_decoder
export DESIGN_NICKNAME = digital_tube_decoder
export VERILOG_FILES = /design/flow/design.v
export SDC_FILE = /design/flow/constraint.sdc
export NUM_CORES = 4
export LEC_CHECK = 1
export CORE_UTILIZATION = 30
### /design/flow/constraint.sdc
current_design digital_tube_decoder

set clk_period 12.2
set clk_io_pct 0.2

create_clock -name clk0 -period $clk_period [get_ports {clk}]

set non_clock_inputs [all_inputs -no_clocks]
set_input_delay [expr $clk_period * $clk_io_pct] -clock clk0 $non_clock_inputs
set_output_delay [expr $clk_period * $clk_io_pct] -clock clk0 [all_outputs]
### /design/flow/design.v
module digital_tube_decoder (clk,A,sel, seg, an);
    input       clk;   
    input [7:0] A;     
    input       sel;   
    output [0:6] seg;    
    output [3:0] an;     
    wire sign;
    wire [7:0] abs_A;
    wire [3:0] ONES,TENS, HUNDS;
    abs abs(.A(A),
            .sign(sign),
            .abs_A(abs_A)
            );
    binary_to_BCD binary_to_BCD (.A(abs_A),
                                 .ONES(ONES),
                                 .TENS(TENS),
                                 .HUNDREDS(HUNDS)
                                 );
    display_ctrl #(18,0) seven_seg_ctrl (.ck(clk),
                                         .sel(sel),
                                         .x3({3'b000,sign}),
                                         .x2(HUNDS),
                                         .x1(TENS),
                                         .x0((sel)? A[3:0] : ONES),
                                         .seg(seg),
                                         .an(an)
                                         );
endmodule
module abs (A,sign,abs_A);
    input  [7:0] A;      
    output [7:0] abs_A;  
    output       sign;   
    assign sign = A[7];
    assign abs_A = (sign)? ~(A +8'b11111111) : A;
endmodule
module add3(in,out);
input [3:0] in;
output [3:0] out;
reg [3:0] out;
always @ (in)
	case (in)
	4'b0000: out <= 4'b0000;
	4'b0001: out <= 4'b0001;
	4'b0010: out <= 4'b0010;
	4'b0011: out <= 4'b0011;
	4'b0100: out <= 4'b0100;
	4'b0101: out <= 4'b1000;
	4'b0110: out <= 4'b1001;
	4'b0111: out <= 4'b1010;
	4'b1000: out <= 4'b1011;
	4'b1001: out <= 4'b1100;
	default: out <= 4'b0000;
	endcase
endmodule
module binary_to_BCD(A,ONES,TENS,HUNDREDS);
input [7:0] A;
output [3:0] ONES, TENS ,HUNDREDS;
wire [3:0] c1,c2,c3,c4,c5,c6,c7;
wire [3:0] d1,d2,d3,d4,d5,d6,d7;
assign d1 = {1'b0,A[7:5]};
assign d2 = {c1[2:0],A[4]};
assign d3 = {c2[2:0],A[3]};
assign d4 = {c3[2:0],A[2]};
assign d5 = {c4[2:0],A[1]};
assign d6 = {1'b0,c1[3],c2[3],c3[3]};
assign d7 = {c6[2:0],c4[3]};
add3 m1(d1,c1);
add3 m2(d2,c2);
add3 m3(d3,c3);
add3 m4(d4,c4);
add3 m5(d5,c5);
add3 m6(d6,c6);
add3 m7(d7,c7);
assign ONES = {c5[2:0],A[0]};
assign TENS = {c7[2:0],c5[3]};
assign HUNDREDS = {2'b0,c6[3],c7[3]};
endmodule
module display_ctrl #(
    parameter cdbits = 18,       
    parameter hex = 0            
    )(
    input wire ck,               
    input wire sel,              
    input wire [3:0] x3,         
    input wire [3:0] x2,
    input wire [3:0] x1,
    input wire [3:0] x0,
    output reg [0:6] seg,        
    output reg [3:0] an         
    );
    reg [cdbits-1:0] counter = 'd0;     
    reg [3:0] d;                        
    always @(posedge ck)
        counter = counter + 1;
    always @*
        case (counter[cdbits-1:cdbits-2])
        2'd0: an = 4'b1110;
        2'd1: an = 4'b1101;
        2'd2: an = 4'b1011;
        2'd3: an = 4'b0111;
        endcase
    always @*
        case (counter[cdbits-1:cdbits-2])
        2'd0: d = (sel)? {3'b0,x0[0]} : x0;
        2'd1: d = (sel)? {3'b0,x0[1]} : x1;
        2'd2: d = (sel)? {3'b0,x0[2]} : x2;
        2'd3: d = (sel)? {3'b0,x0[3]} : x3;
        endcase
    always @*
        case (d)
        4'h0: seg = (counter[cdbits-1:cdbits-2] == 3 && sel)? 7'b0000001 : (counter[cdbits-1:cdbits-2] != 3)? 7'b0000001 : 7'b1111111; 
        4'h1: seg = (counter[cdbits-1:cdbits-2] == 3 && sel)? 7'b1001111 : (counter[cdbits-1:cdbits-2] != 3)? 7'b1001111 : 7'b1111110;
        4'h2: seg = 7'b0010010;
        4'h3: seg = 7'b0000110;
        4'h4: seg = 7'b1001100;
        4'h5: seg = 7'b0100100;
        4'h6: seg = 7'b0100000;
        4'h7: seg = 7'b0001111;
        4'h8: seg = 7'b0000000;
        4'h9: seg = 7'b0000100;
        4'ha: seg = hex ? 7'b0001000 : 7'b1111110;
        4'hb: seg = hex ? 7'b1100000 : 7'b1111110;
        4'hc: seg = hex ? 7'b0110001 : 7'b1111110;
        4'hd: seg = hex ? 7'b1000010 : 7'b1111110;
        4'he: seg = hex ? 7'b0110000 : 7'b1111110;
        default: seg = hex ? 7'b0111000 : 7'b1111110;  
        endcase
endmodule  
==> out/metrics.cfg <==
[run_status]
status=complete, no violations

[yosys]
top_cells_by_area=dfxtp_1, xnor2_1, nand2_1
synthTopCellsByCount=nand2_1, nor2_1, dfxtp_1
synth.distinct_cells=64
post_synth_instance_area_um2=1640
ys_warn_count=2
ys_dominant_reg_cell=dfxtp_1
most_common_cell=nand2_1
ys_seq_share=0.220
ys_cells=205
synth_cells=205
top_cell_area_share=0.220
yosysChipArea_um2=1640
edf_count=0
async_flop_share=0
synth_top_cell_by_area=dfxtp_1
synth.avg_cell_area_um2=7.98
ys.flops=18

[routing]
wl_um=3380
final_antenna_net_count=0
via_count=1463
drcViolationCount=0
dr.first_iter.drc_count=98
diodes=0
drt-wirelength-per-cell_um=11.6
via_per_inst=5.03
first_pass_iters=4

[cts]
postCtsSetupBuffers=0
cts_made_buffers=3
hold_buffers=0
clkLatencyLatePin_ns=0.25
cts_num_sinks=18
cts_max_path_buffers=2
ctsResizeCount=0
root_buffer=clkbuf_8
clk_pin_slew_ns=0.06
ctsHtreeMaxLevel=1
cts_tree=yes

[min_path]
hp-class=reg -> reg

[critical_path]
cp_common_cell=clkdlybuf4s50_1
crit_slowest_cell=clkdlybuf4s50_1
critPathCaptureType=output port
critPathArrivalTime_ns=6.30
criticalPathCategory=in -> out
required_ns=9.76
cpPeakStageDelay_ns=0.82
startpoint_type=input pin
path_buffers=2
crit_chain=clkdlybuf4s50_1 > or4b_1 > o32a_4 > and4_1 > mux2_4 > a21oi_1 > o21ai_0 > a311o_1 > xor2_1 > o211ai_1 > clkdlybuf4s50_1
cp_max_fo=16
critPathTopFamily=AND-OR/OR-AND gates

[final_timing]
setup_viol=0
skew_ns=0.00474
fmax_mhz=114
fin_crit_ns=8.74
max_slew.worst_pin.slew_ns=0.630
slew_headroom=0.575
hold_violations=0
rsz0062_at_grt=no
fin_setup_tns_ns=0
slew_violations=0
finalClockPeriodUsage=0.716
holdWs_ns=0.413

[layout]
stdcell_count=291
drive_gt1_frac=0.122
syn2layout_area_growth_pct=17.8
largest_reg_flops=18
fillerInstances=523

[grt]
overflow=0
grt_pass1_wl_um=5790
grt_util_all_layers=0.128
grt_pass1_vias=1327
grt_max_degree=17
antenna_found_initial=0

[floorplanning]
die_h_um=75.9
coreArea_um2=5170
rows=26
fp_util=0.316
io_pins=21
die-area_um2=5750
die_x_um=75.9

[placement]
dp_cells=287
place_congestion=0.850
dp_hpwl_um=2660
portBuffers=20

[job]
warning_count=25
max_cap_violations=0

[power]
power.total_w=0.000170
power.leakage_nw=0.689
p_per_area_nw_per_um2=88.3
ir_drop_mv=0.0676

## placed cells by master (no fill, tap or decap), types with 3 or more instances in the layout
cell type	Yosys	routed
o211ai_1	3	3
inv_1	6	6
xnor2_1	15	15
clkdlybuf4s50_1	0	20
nand2_1	21	21
a31oi_1	3	3
a21oi_1	8	8
xor2_1	9	9
o21ai_1	3	3
and3_1	5	5
o21a_1	3	3
clkbuf_8	0	4
or2_2	3	3
nand3_1	12	12
dfxtp_1	18	18
nor2_1	20	20
nand4_1	5	5
o21ai_0	8	8
nor2b_1	3	3
## through the flow
stage                     setup slack (ns)  area (um2)  utilization
after floorplan                       4.92        1640            -
after global placement                3.46        1870        0.362
after detailed placement              3.47        1870        0.362
after CTS                             3.47        1930        0.373
after global routing                  3.08        1930        0.373
final                                 3.46        1930        0.373
## worst paths after layout
| kind | startpoint | endpoint | slack (ns) | cells past startpoint |
|---|---|---|---|---|
| worst min register to register | seven_seg_ctrl.counter[0] | seven_seg_ctrl.counter[0] | 0.41 | 1 |
| worst min-delay path | seven_seg_ctrl.counter[0] | seven_seg_ctrl.counter[0] | 0.41 | 1 |
| worst max-delay path | A[7] | seg[3] | 3.46 | 11 |
| worst max register to register | seven_seg_ctrl.counter[2] | seven_seg_ctrl.counter[15] | 10.56 | 6 |
## cells by family (layout without fill, tap and decap cells)
family | Yosys count | after routing | share of synthesized area
DFF | 18 | 18 | 0.220
xor gates and xnor gates | 24 | 24 | 0.128
adders and majority gates | 2 | 2 | 0.0153
muxes | 3 | 3 | 0.0222
AOI/OAI and AO/OA | 53 | 53 | 0.265
buffers and inverters | 14 | 30 | 0.0451
and+or+nand+nor | 91 | 91 | 0.304
## power breakdown
group | leakage (nW) | switching (W) | total (W) | internal, W
logic | 0.515 | 0.0000327 | 0.0000643 | 0.0000316
registers | 0.145 | 0 | 0.0000587 | 0.0000587
clock network | 0.0288 | 0.0000186 | 0.0000473 | 0.0000286
total | 0.689 | 0.0000514 | 0.000170 | 0.000119
## metal layers
metal	vias up	global-route usage	share of wire
met1	653	0.181	0.49
met5	-	0	0
met3	0	0.00536	0.026
li1	782	-	-
met4	0	0.0144	0
met2	28	0.225	0.49
## cell type report
type	instances	area [um2]	area share
clock buffers	4	55.1	0.0286
inverters	6	22.5	0.0117
multi-input cells	173	1200	0.624
flip-flops and latches	18	360	0.187
well taps	70	87.6	0.0454
repair buffers	20	200	0.104
Power is estimated from default activity; no workload was simulated.
